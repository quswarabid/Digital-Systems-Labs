==> flow/design.v <==
module vga(clk, sw0, sw1, sw2, sw3, sw4, sw5, sw6,
	xval0, xval1, xval2, xval3, xval4, yval0, yval1, yval2, yval3, yval4,
	start, R, G, B, Hsync, Vsync);
	input clk, sw0, sw1, sw2, sw3, sw4, sw5, sw6, start;
	input [9:0] xval0, xval1, xval2, xval3, xval4, yval0, yval1, yval2, yval3, yval4;
	output wire Hsync,Vsync;
	output wire [3:0] R,G,B;
	wire Xmax = (Xcount == 10'd800);
	wire Ymax = (Ycount == 10'd525);
	reg [9:0] Xcount,Ycount;
	reg [3:0] Rcolor,Gcolor,Bcolor;
	wire display;
	always @(posedge clk) begin
		if (sw0) begin
			Rcolor <= 4'd0;
			Gcolor <= 4'd0;
			Bcolor <= 4'd0;
		end
		else if (sw1) begin
			Rcolor <= 4'd15;
			Gcolor <= 4'd0;
			Bcolor <= 4'd15;
		end
		else if (sw2) begin
			Rcolor <= 4'd0;
			Gcolor <= 4'd6;
			Bcolor <= 4'd0;
		end
		else if (sw3) begin
			Rcolor <= 4'd0;
			Gcolor <= 4'd0;
			Bcolor <= 4'd15;
		end
		else if (sw4) begin
			Rcolor <= 4'd15;
			Gcolor <= 4'd0;
			Bcolor <= 4'd0;
		end
		else if (sw5) begin
			Rcolor <= 4'd15;
			Gcolor <= 4'd10;
			Bcolor <= 4'd0;
		end
		else if (sw6) begin
			Rcolor <= 4'd15;
			Gcolor <= 4'd15;
			Bcolor <= 4'd0;
		end
		else begin
			Rcolor <= 4'd15;
			Gcolor <= 4'd15;
			Bcolor <= 4'd15;
		end
	end
	always @(posedge clk) begin
		if (Xmax) Xcount <= 0;
		else Xcount <= Xcount + 1;
	end
	always @(posedge clk) begin
		if (Xmax) begin
			if (Ymax) Ycount <= 0;
			else Ycount <= Ycount + 1;
		end
	end
	assign display = ((Xcount < 640) && (Ycount < 480))&&start;
	assign Hsync = ~((Xcount > 658) && (Xcount < 756));
	assign Vsync = ~((Ycount > 492) && (Ycount < 495));
    assign R = (!display) ? 0 : ((((Xcount - xval0 < 10'd10) && (Xcount - xval0 >= 10'd0) &&
                                        (Ycount - yval0 < 10'd10) && (Ycount - yval0 >= 10'd0)) ||
                                    ((Xcount - xval1 < 10'd10) && (Xcount - xval1 >= 10'd0) &&
                                        (Ycount - yval1 < 10'd10) && (Ycount - yval1 >= 10'd0)) ||
                                    ((Xcount - xval2 < 10'd10) && (Xcount - xval2 >= 10'd0) &&
                                        (Ycount - yval2 < 10'd10) && (Ycount - yval2 >= 10'd0)) ||
                                    ((Xcount - xval3 < 10'd10) && (Xcount - xval3 >= 10'd0) &&
                                        (Ycount - yval3 < 10'd10) && (Ycount - yval3 >= 10'd0)) ||
                                    ((Xcount - xval4 < 10'd10)&& (Xcount - xval4 >= 10'd0) &&
                                        (Ycount - yval4 < 10'd10) && (Ycount - yval4 >= 10'd0))) ? 4'd15 : Rcolor); 
    assign G = (!display) ? 0 : ((((Xcount - xval0 < 10'd10) && (Xcount - xval0 >= 10'd0) &&
                                        (Ycount - yval0 < 10'd10) && (Ycount - yval0 >= 10'd0)) ||
                                    ((Xcount - xval1 < 10'd10) && (Xcount - xval1 >= 10'd0) &&
                                        (Ycount - yval1 < 10'd10) && (Ycount - yval1 >= 10'd0)) ||
                                    ((Xcount - xval2 < 10'd10) && (Xcount - xval2 >= 10'd0) &&
                                        (Ycount - yval2 < 10'd10) && (Ycount - yval2 >= 10'd0)) ||
                                    ((Xcount - xval3 < 10'd10) && (Xcount - xval3 >= 10'd0) &&
                                        (Ycount - yval3 < 10'd10) && (Ycount - yval3 >= 10'd0)) ||
                                    ((Xcount - xval4 < 10'd10)&& (Xcount - xval4 >= 10'd0) &&
                                        (Ycount - yval4 < 10'd10) && (Ycount - yval4 >= 10'd0))) ? 4'd0 : Gcolor); 
    assign B = (!display) ? 0 : ((((Xcount - xval0 < 10'd10) && (Xcount - xval0 >= 10'd0) &&
                                        (Ycount - yval0 < 10'd10) && (Ycount - yval0 >= 10'd0)) ||
                                    ((Xcount - xval1 < 10'd10) && (Xcount - xval1 >= 10'd0) &&
                                        (Ycount - yval1 < 10'd10) && (Ycount - yval1 >= 10'd0)) ||
                                    ((Xcount - xval2 < 10'd10) && (Xcount - xval2 >= 10'd0) &&
                                        (Ycount - yval2 < 10'd10) && (Ycount - yval2 >= 10'd0)) ||
                                    ((Xcount - xval3 < 10'd10) && (Xcount - xval3 >= 10'd0) &&
                                        (Ycount - yval3 < 10'd10) && (Ycount - yval3 >= 10'd0)) ||
                                    ((Xcount - xval4 < 10'd10)&& (Xcount - xval4 >= 10'd0) &&
                                        (Ycount - yval4 < 10'd10) && (Ycount - yval4 >= 10'd0))) ? 4'd0 : Bcolor); 
endmodule
==> flow/run.sh <==
#!/bin/bash
# OpenROAD 26Q1-2900-gdf79404cd8, Yosys 0.63+post, stock flow scripts
make -C /OpenROAD-flow-scripts/flow DESIGN_CONFIG=/design/flow/config.mk WORK_HOME=/design/flow/orfs finish
==> flow/config.mk <==
export PLATFORM = sky130hd
export DESIGN_NAME = vga
export DESIGN_NICKNAME = vga
export VERILOG_FILES = /design/flow/design.v
export SDC_FILE = /design/flow/constraint.sdc
export NUM_CORES = 4
export LEC_CHECK = 1
export CORE_UTILIZATION = 40
==> flow/constraint.sdc <==
current_design vga

set clk_period 8.2
set clk_io_pct 0.2

create_clock -name clk0 -period $clk_period [get_ports {clk}]

set non_clock_inputs [all_inputs -no_clocks]
set_input_delay [expr $clk_period * $clk_io_pct] -clock clk0 $non_clock_inputs
set_output_delay [expr $clk_period * $clk_io_pct] -clock clk0 [all_outputs]
==> metrics.json <==
{
  "tritoncts": "yes",
  "setup_tns_ns": 0,
  "floorplanUtilization_pct": 40.9,
  "port_buffers": 122,
  "postSynth.topFlopCell": "dfxtp_1",
  "yosys-top-cells-count": "inv_1, ha_1, nor2_1, a21oi_1, nand2_1",
  "grt_remaining_overflow": 0,
  "route.detailed.drc": 0,
  "yosys-stat-area_um2": 5940,
  "cts-hold-fix-buffers": 0,
  "grt_use_total_pct": 23.8,
  "die_y_size_um": 124,
  "power_per_cell_area_nw_per_um2": 57.8,
  "synthesis.instances": 795,
  "top_cell_area_share_pct": 17.9,
  "wirelength_um": 17600,
  "cts_inserted_buffers": 3,
  "slew-limit-headroom_pct": 49.2,
  "number_of_optimization_iterations_in_the_first_detailed_route_pass": 5,
  "warning_total_across_the_stage_logs": 28,
  "final-setup-viol-count": 0,
  "netlist_top_cells_area": "ha_1, inv_1, dfxtp_1",
  "cts-resized-gates": 0,
  "min_period_ns": 7.11,
  "grt_max_degree": 15,
  "finalMaxSlewViolations": 0,
  "synth_sequential_area_ratio_pct": 10.4,
  "synth-cells-yosys": 795,
  "die_w_um": 124,
  "report.final.hold_viol_count": 0,
  "clock_tree.buffer_depth": 2,
  "cts.clk_slew.worst_paths_ns": 0.06,
  "status": "complete, no violations",
  "number_of_antenna_violations_at_the_first_check_in_global_routing": 0,
  "worst_hold_path_type": "flip-flop to flip-flop",
  "timing.final.crit_share_pct": 86.7,
  "top_level_ports": 123,
  "tightest_slew_ns": 0.761,
  "cts.sinks": 26,
  "post_synth.cell_area_avg_um2": 7.47,
  "first_iter_violations": 445,
  "grt_setup_unrepaired": "false",
  "netlist_area_um2": 5940,
  "fin_skew_ns": 0.00294,
  "number_of_enable_type_register_cells_in_the_synthesized_netlist": 10,
  "max_cap_violations": 0,
  "route.vias.total": 6163,
  "f_max_mhz": 141,
  "setup.worst_path.class": "input port to output port",
  "design_power_total_uw": 428,
  "clock-root-buffer": "clkbuf_16",
  "worst-endpoint-arrival_ns": 5.47,
  "route.detailed.wl_per_inst_um": 16.1,
  "route.antenna.remaining_nets": 0,
  "cp.required_ns": 6.56,
  "clock_insertion_delay_worst_skew_ns": 0.26,
  "critical_path_peak_fanout": 6,
  "critical_path.endpoint_type": "output port",
  "wire_length_of_the_first_global_routing_pass_um": 27800,
  "postSynthRegisterBits": 26,
  "route.antenna.diode_count": 0,
  "via_count_of_the_first_global_routing_pass": 5645,
  "layout-area-overhead-vs-synth_pct": 24.6,
  "share_of_post_route_cells_with_drive_strength_above_1_pct": 3.09,
  "drt-vias-per-instance": 5.65,
  "most_numerous_cell_in_the_yosys_netlist": "inv_1",
  "cellLeakagePower_nw": 3.54,
  "synthDominantAreaCellType": "ha_1",
  "netlist-cell-type-count": 82,
  "htree_levels": 1,
  "globalplace.congestion": 0.930,
  "num_rows": 44,
  "number_of_synthesis_warnings": 1,
  "irDropWorstVdd_v": 0.0000637,
  "post-cts-setup-buffers": 0,
  "ys_async_sr_fraction_pct": 0,
  "floorplan.core_area_um2": 14500,
  "die-area_um2": 15300,
  "critPathLaunchType": "input port",
  "place_hpwl_um": 13800
}
where the power goes:
group | internal [mW] | switching [mW]
Clock | 0.0664 | 0.0418
Combinational | 0.0996 | 0.0858
Sequential | 0.134 | 0.000267
Total | 0.300 | 0.128
registers in the layout (all words and copies together) (netlist names):
register  count
Xcount       10
Ycount       10
Gcolor        4
Bcolor        1
Rcolor        1
metal layers:
layer | track usage, % | vias to the layer above | wire (µm)
met5 | 0 | - | 0
met4 | 0.828 | 0 | 103
met3 | 0.981 | 12 | 983
met2 | 38.3 | 190 | 7740
met1 | 37.5 | 2825 | 8730
li1 | - | 3136 | -
metrics by stage:
stage / std cells / utilization (%) / hold WS (ns) / worst slack (ns) / cell area [µm²]
2_1_floorplan: 795 / - / 0.557 / 2.46 / 5940
3_5_place_dp: 1087 / 50.4 / 0.571 / 1.10 / 7320
3_3_place_gp: 1087 / 50.4 / 0.568 / 1.17 / 7320
6_report: 1091 / 50.9 / 0.574 / 1.09 / 7400
4_1_cts: 1091 / 50.9 / 0.584 / 1.10 / 7400
5_1_grt: 1091 / 50.9 / 0.618 / 0.800 / 7400
worst paths after layout:
check | cells past startpoint | end | from | slack [ns]
max | 13 | R[0] | yval3[1] | 1.09
min | 1 | Xcount[3]$_SDFF_PN0_ | Xcount[3]$_SDFF_PN0_ | 0.57
max reg2reg | 6 | Ycount[9]$_SDFFCE_PN0N_ | Xcount[1]$_SDFF_PN0_ | 5.99
min reg2reg | 1 | Xcount[3]$_SDFF_PN0_ | Xcount[3]$_SDFF_PN0_ | 0.57
worst max-delay path, stage by stage:
cell and delay (ns):
clkdlybuf4s50_1 0.45, inv_1 0.06, fa_1 0.45, a21o_1 0.17, a21oi_1 0.22, o221ai_1 0.19
mux2i_1 0.14, or4_1 0.52, nor3_1 0.17, nor4bb_1 0.51, or3_4 0.27, o21a_1 0.19
clkdlybuf4s50_1 0.48
logic make-up (layout without fill, tap and decap cells):
logic type                 count (synthesis)  after routing  synth area share [%]
and+or+nand+nor                          253            253                  23.0
AOI/OAI and AO/OA                        223            223                  25.5
buffers and inverters                    125            237                  8.63
adders and majority gates                 95             95                  21.3
xor gates and xnor gates                  59             59                  8.70
DFF                                       26             26                  10.4
muxes                                     14             14                  2.38
cell type report:
class | instances | area, µm²
fill | 1393 | 7130
multi-input combinational | 644 | 4810
timing repair buffer | 128 | 1270
sequential | 26 | 621
inverter | 105 | 394
tap | 184 | 230
clock buffer | 4 | 78.8
placed cells by master, fill, tap and decap left out, types with 4 or more instances in the layout:
cell / instances
a2111oi_0: 5
a211oi_1: 11
a21o_1: 26
a21oi_1: 57
a311oi_1: 4
a31o_2: 5
a31oi_1: 7
and2_1: 5
and3_1: 8
and4b_1: 7
buf_4: 6
clkdlybuf4s50_1: 122
dfxtp_1: 16
edfxtp_1: 10
fa_1: 10
ha_1: 85
inv_1: 104
mux2i_1: 13
nand2_1: 45
nand2b_1: 26
nand3_1: 19
nand3b_1: 6
nand4_1: 14
nor2_1: 60
nor3_1: 23
nor4_1: 4
nor4b_1: 4
o2111ai_1: 6
o211ai_1: 10
o21a_1: 9
o21ai_0: 36
o22ai_1: 4
o31ai_1: 4
or3_1: 7
or4_1: 5
xnor2_1: 23
xor2_1: 36
Power and IR drop assume default switching activity.
