**design/flow/constraint.sdc**
```tcl
current_design Controller

set clk_period 6.1
set clk_io_pct 0.2

create_clock -name clk0 -period $clk_period [get_ports {CLK}]

set non_clock_inputs [all_inputs -no_clocks]
set_input_delay [expr $clk_period * $clk_io_pct] -clock clk0 $non_clock_inputs
set_output_delay [expr $clk_period * $clk_io_pct] -clock clk0 [all_outputs]
```
**design/flow/config.mk**
```make
export PLATFORM = sky130hd
export DESIGN_NAME = Controller
export DESIGN_NICKNAME = Controller
export VERILOG_FILES = /design/flow/design.v
export SDC_FILE = /design/flow/constraint.sdc
export NUM_CORES = 4
export LEC_CHECK = 1
export CORE_UTILIZATION = 50
```
**design/flow/design.v**
```verilog
module Divider(clk100Mhz, slowClk);
  input clk100Mhz;  
  output reg slowClk;  
  reg[27:0] counter;
  initial begin
    counter = 0;
    slowClk = 0;
  end
  always @ (posedge clk100Mhz)
  begin
    if(counter == 50000000) begin
      counter <= 1;
      slowClk <= ~slowClk;
    end
    else begin
      counter <= counter + 1;
    end
  end
endmodule
module ParkingMeter(CLK, ad30, ad120, ad180, ad300, rs15, rs185, Qout);
    input CLK, ad30, ad120, ad180, ad300, rs15, rs185;
    output [15:0] Qout;
    wire [15:0] Q;
    assign Qout = Q;
    reg [15:0] addMux;
    reg [15:0] D;
    wire add, reset, load;
    assign enable = 1;
    assign add = ad30 || ad120 || ad180 || ad300;
    assign reset = rs15 || rs185;
    assign load = add || reset;
	initial begin
		addMux = 16'd0;
		D = 16'd0;
	end
    wire [15:0] sum;
    always @(*) begin
		addMux = 0;
		    if (ad30) addMux = 16'b0000000000110000;
		    else if (ad120) addMux = 16'b0000000100100000;
		    else if (ad180) addMux = 16'b0000000110000000;
		    else if (ad300) addMux = 16'b0000001100000000;
		    else addMux <= 16'd0;
    end
    BCD_Adder adder(Q, addMux, sum);
    always @(*) begin
        if (rs185) D = 16'b0000000110000101;
        else if (rs15) D = 16'b0000000000010101;
        else D = sum;
    end
    fourBCDdec decrementer(CLK, enable, load, D, Q);
endmodule
module BCD_Adder(X, Y, Zout);
  input [15:0] X, Y;
  output [15:0] Zout;
  wire [15:0] Z;
  wire [4:0] S0, S1, S2, S3;
  wire C0, C1, C2, C3;
  assign S0 = X[3:0] + Y[3:0] ;
  assign Z[3:0] = (S0 > 9) ? S0[3:0] + 6 : S0[3:0];
  assign C0 = (S0 > 9) ? 1'b1 : 1'b0;
  assign S1 = X[7:4] + Y[7:4] + C0;
  assign Z[7:4] = (S1 > 9) ? S1[3:0] + 6 : S1[3:0];
  assign C1 = (S1 > 9) ? 1'b1 : 1'b0;
  assign S2 = X[11:8] + Y[11:8] + C1;
  assign Z[11:8] = (S2 > 9) ? S2[3:0] + 6 : S2[3:0];
  assign C2 = (S2> 9) ? 1'b1 : 1'b0;
  assign S3 = X[15:12] + Y[15:12] + C2;
  assign Z[15:12] = (S3 > 9) ? S3[3:0] + 6 : S3[3:0];
  assign C3 = (S3 > 9) ? 1'b1 : 1'b0;
  assign Zout = (C3 == 1'b1) ? 16'b1001100110011001 : Z;
endmodule
module Controller(CLK, add30, add120, add180, add300, rst15, rst185, fourSeven);
    input CLK, add30, add120, add180, add300, rst15, rst185;
    output reg [15:0] fourSeven;
	  reg [2:0] State, NextState;
    wire [15:0] bcdCount;
    wire twoHzClk;
    Divider twoHz(CLK, twoHzClk);
    ParkingMeter meter(CLK, add30, add120, add180, add300, rst15, rst185, bcdCount);
    reg [1:0] counter;
    always @(posedge twoHzClk) begin
      if (bcdCount == 0) begin  
        if (fourSeven == 0) fourSeven <= 16'b1111111111111111;
        else fourSeven <= 0;
      end
      else if (rst15 || rst185) fourSeven <= bcdCount;
      else if (bcdCount < 16'b0000000110000010) begin
        if (bcdCount[0] == 0) begin  
          if (counter == 2) begin
            fourSeven <= 16'b1111111111111111;
            counter <= 1;
          end
          else counter <= counter + 1;  
        end
        else begin
          if(counter == 2) begin
            fourSeven <= bcdCount;
            counter <= 1;
          end
          else counter <= counter + 1;
        end
      end
      else fourSeven <= bcdCount;
    end
endmodule
module fourBCDdec(CLK, enable, load, D, Q);
    input [15:0] D;
    input CLK, enable, load;
    output [15:0] Q;  
    wire carry1, enable2, carry2, enable3, carry3, enable4, carry4;
    assign enable1 = (Q == 16'd0) ? 1'b0 : enable;
    assign enable2 = carry1;
    assign enable3 = carry2;
    assign enable4 = carry3;
    BCDdec count1(CLK, D[3:0], Q[3:0], carry1, enable1, load);
    BCDdec count2(CLK, D[7:4], Q[7:4], carry2, enable2, load);
    BCDdec count3(CLK, D[11:8], Q[11:8], carry3, enable3, load);
    BCDdec count4(CLK, D[15:12], Q[15:12], carry4, enable4, load);
endmodule
module BCDdec(CLK, D, Q, CO, ENABLE, LOAD);
	  input CLK, ENABLE, LOAD;
	  input [3:0] D;
	  output CO;
	  output [3:0] Q;
	  reg [3:0] Qin;
	  assign Q = Qin;
	  assign CO = ENABLE & !Q[3] & !Q[2] & !Q[1] & !Q[0];
	  initial begin
		Qin = 0;
	  end
    reg [26:0] counter;
    reg clk1Hz;
    initial begin
        counter = 0;
        clk1Hz = 0;
    end
    always @(posedge CLK) begin
      if (LOAD) Qin <= D;
      else begin
        if(counter == 27'd100000000) begin
          counter <= 1;
          if(ENABLE) begin
            if(Qin == 4'b0000) Qin <= 4'b1001;
            else Qin <= Qin - 1;
          end
        end
        else counter <= counter + 1;
      end
    end
endmodule
```
**design/flow/run.sh**
```bash
#!/bin/bash
# OpenROAD 26Q1-2900-gdf79404cd8, Yosys 0.63+post, stock flow scripts
make -C /OpenROAD-flow-scripts/flow DESIGN_CONFIG=/design/flow/config.mk WORK_HOME=/design/flow/orfs finish
```
==> results.py <==
# Auto-generated metrics
metrics = {
    "outcome": {
        "outcome": "finished, final reports clean",
    },
    "synth": {
        "yosys_warnings": 6,
        "netlist_area_before_placement_um2": 9630,
        "yosys.stat.chipArea_um2": 9630,
        "flip_flops_with_a_built_in_enable": 143,
        "dominant_register_cell_in_the_synthesized_netlist": "sky130_fd_sc_hd__edfxtp_1",
        "synthesis.area_per_instance_um2": 10.4,
        "synthDistinctLibCells": 66,
        "post-synth-top-area-fraction": 0.446,
        "ys.flops": 171,
        "postSynthCellCount": 923,
        "ys_seq_frac": 0.504,
        "synth.area.top_cells": "sky130_fd_sc_hd__edfxtp_1 45%, sky130_fd_sc_hd__xnor2_1 6.0%, sky130_fd_sc_hd__dfxtp_1 5.8%",
        "asyncSetResetFlopFracSynth": 0,
        "netlist.top_cell.by_area": "sky130_fd_sc_hd__edfxtp_1",
        "yosysCellCount": 923,
    },
    "setup_path": {
        "crit_path_start_kind": "input pin",
        "cp_common_cell": "sky130_fd_sc_hd__fa_1",
        "crit_path_end_kind": "flop",
        "largest_fanout_on_the_critical_path": 4,
        "critPathKind": "in -> reg",
        "worstPathCellList": "clkdlybuf4s50_1, fa_1, inv_1, fa_1, nor2b_1, o21ai_1, a31oi_2, fa_1, inv_1, fa_1, inv_1, nand2_1, a21oi_1, a311oi_2, ha_1, ha_1, nand2b_1, a31oi_4, o31ai_2, nor2_1, nor2_1",
        "timing.critical_path.required_ps": 6200,
        "critical-path-slowest-cell": "sky130_fd_sc_hd__clkdlybuf4s50_1",
        "worst-endpoint-arrival_ps": 5850,
        "slowest_delay_ps": 560,
    },
    "floorplan": {
        "floorplan.core_area_um2": 18800,
        "die-height_um": 141,
        "core_util_floorplan": 0.513,
        "total_die_area_um2": 19800,
        "fp.dieW_um": 141,
        "placementRows": 50,
        "num_io_pins": 23,
    },
    "sta": {
        "min_clock_period_post_route_ps": 5760,
        "finalSetupViolations": 0,
        "timing.final.ws_setup_ps": 342,
        "worst_slew_pin_slew_ps": 713,
        "register_pins_left_without_a_clock": 18,
        "achievable-frequency_mhz": 174,
        "worst_clock_skew_ps": 12.0,
        "worst_hold_slack_ps": 434,
        "grt_setup_unrepaired": "no",
        "final_hold_viol_count": 0,
        "timing_max_transition_violations_final": 0,
        "final_min_period_over_clock_period": 0.944,
        "number_of_unconstrained_endpoints": 52,
        "worst_relative_slew_slack": 0.522,
    },
    "global_routing": {
        "grt_first_pass_wirelength_um": 31500,
        "grt_max_degree": 69,
        "number_of_antenna_violations_at_the_first_check_in_global_routing": 0,
        "first_global_vias": 6606,
        "grtUsageTotal": 0.205,
        "globalRoute.totalOverflow": 0,
    },
    "detailed_routing": {
        "first_pass_iters": 6,
        "remaining_drc_errors": 0,
        "routedWlPerCell_um": 15.0,
        "detailroute.wirelength.met3_um": 866,
        "drt-total-wl_um": 18200,
        "routed_via_density": 5.71,
        "route.antenna.diode_count": 0,
        "highest-signal-layer": "met4",
        "drtIter0Drc": 419,
        "route.antenna.remaining_nets": 0,
        "met2_wirelength_um": 8230,
        "drt-met1-wl_um": 8940,
        "routed-via-count": 6951,
    },
    "power": {
        "vdd_ir_drop_max_v": 0.000205,
        "pwr_density_cell_nw_per_um2": 248,
        "netSwitchingFraction": 0.262,
        "power.net_switching_mw": 0.713,
        "leakage_nw": 3.86,
        "total_power_mw": 2.72,
        "power.share.clock": 0.412,
        "internal_power_mw": 2.00,
        "power.share.sequential": 0.450,
        "comb_power_share": 0.139,
    },
    "cts": {
        "ctsHtreeMaxLevel": 4,
        "clk_pin_slew_worst_paths_ps": 70,
        "ctsRootBufferMaster": "sky130_fd_sc_hd__clkbuf_16",
        "clk_path_buf_depth": 2,
        "clock_latency_ps": 420,
        "cts_inserted_buffers": 17,
        "tritoncts_clock_tree": "done",
    },
    "finish": {
        "synthToLayoutAreaGrowth_pct": 13.8,
        "final_layout_size_suffix_gt1_frac": 0.0946,
        "fin_util": 0.584,
        "mostFrequentLayoutCells": "143 x sky130_fd_sc_hd__edfxtp_1, 98 x sky130_fd_sc_hd__nor2_1, 66 x sky130_fd_sc_hd__xnor2_1, 65 x sky130_fd_sc_hd__nand2_1, 58 x sky130_fd_sc_hd__nand3_1",
        "lay_top_count": "sky130_fd_sc_hd__edfxtp_1",
    },
    "placement": {
        "gp_congestion": 0.863,
        "dp.final_hpwl_um": 12600,
        "place_worst_setup_slack_ps": -169,
        "io_buffers": 22,
    },
    "job": {
        "maxCapViolations": 0,
        "openroad.warnings": 33,
    },
    "worst_hold_path": {
        "holdCritPathClass": "reg -> reg",
    },
}
[worst max-delay path, delay by kind of cell]
family	cells	cell delay (ps)
AND-OR/OR-AND	6	1030
AND/OR/NAND/NOR	5	680
buffers and inverters	4	820
adder cells (fa/ha/maj)	6	2100
[layout make-up]
type,count,area (µm²)
clock buffers,17,425
clock inverters,15,201
fillers,1503,7810
inverters,42,160
multi-input cells,682,4530
flip-flops and latches,171,4850
well taps,234,293
repair buffers,56,488
[path summary, 6_finish.rpt]
kind / start / end / slack [ps] / cells past startpoint
worst max-delay path: add30 / meter.decrementer.count1.Qin[3]$_DFFE_PP_ / 340 / 21
worst min-delay path: twoHz.counter[0]$_SDFF_PN1_ / twoHz.counter[0]$_SDFF_PN1_ / 430 / 1
worst max register to register: meter.decrementer.count1.Qin[2]$_DFFE_PP_ / meter.decrementer.count1.Qin[3]$_DFFE_PP_ / 370 / 26
worst min register to register: twoHz.counter[0]$_SDFF_PN1_ / twoHz.counter[0]$_SDFF_PN1_ / 430 / 1
[sequential cells by signal, summed over array words and instances, names as in the netlist]
name                              flops
counter                               2
fourSeven                            16
meter.decrementer.count1.Qin          4
meter.decrementer.count1.counter     27
meter.decrementer.count2.Qin          4
meter.decrementer.count2.counter     27
meter.decrementer.count3.Qin          4
meter.decrementer.count3.counter     27
meter.decrementer.count4.Qin          4
meter.decrementer.count4.counter     27
twoHz.counter                        28
twoHz.slowClk                         1
[through the flow]
stage	instance area [µm²]	setup TNS, ps	instances
floorplan	9630	0	923
global placement	10300	-198	1180
detailed placement	10300	-1790	1180
CTS	10900	0	1212
global route	11000	0	1217
finish	11000	0	1217
[per-layer routing]
metal  vias up  track usage
li1       3481            -
met4         0       0.0263
met1      3290        0.348
met5         -            0
met3        15       0.0412
met2       165        0.302
[cells by family after synthesis]
| kind of cell | synth area share |
|---|---|
| AOI/OAI and AO/OA | 0.0763 |
| adders and majority gates | 0.0356 |
| and+or+nand+nor | 0.242 |
| DFF | 0.504 |
| buffers and inverters | 0.0290 |
| muxes | 0.00832 |
| xor gates and xnor gates | 0.105 |
[power by group through the flow]
stage | Sequential (mW) | Combinational [mW] | Clock, mW
CTS | 1.22 | 0.364 | 1.14
global route | 1.23 | 0.423 | 1.18
finish | 1.22 | 0.377 | 1.12
[Yosys cell counts, types with 9 or more instances]
cell type,number
sky130_fd_sc_hd__edfxtp_1,143
sky130_fd_sc_hd__nor2_1,98
sky130_fd_sc_hd__xnor2_1,66
sky130_fd_sc_hd__nand2_1,65
sky130_fd_sc_hd__nand3_1,58
sky130_fd_sc_hd__xor2_1,49
sky130_fd_sc_hd__inv_1,41
sky130_fd_sc_hd__nand4_1,32
sky130_fd_sc_hd__and3_1,28
sky130_fd_sc_hd__dfxtp_1,28
sky130_fd_sc_hd__nor3_1,23
sky130_fd_sc_hd__o21ai_0,23
sky130_fd_sc_hd__ha_1,21
sky130_fd_sc_hd__o21a_1,21
sky130_fd_sc_hd__a21oi_1,19
sky130_fd_sc_hd__clkbuf_1,17
sky130_fd_sc_hd__nor4_1,17
sky130_fd_sc_hd__and4_1,14
sky130_fd_sc_hd__nand2b_1,12
sky130_fd_sc_hd__nor2b_1,12
sky130_fd_sc_hd__buf_2,10
sky130_fd_sc_hd__a31oi_1,9
sky130_fd_sc_hd__or3_1,9
[timing repair]
| action | CTS | global route |
|---|---|---|
| gates resized | 0 | 8 |
| setup buffers | 0 | 5 |
| hold buffers | 0 | 0 |
| endpoints found under the setup margin | 0 | 19 |
Power and IR drop assume default switching activity.
