--- ./design.v ---
module synchSP(CLK, D, Qout);
    input CLK, D;
    output Qout;
    wire Qint;
    debounce_divider dbdiv(CLK, db_clk);
    debouncer db(db_clk, D, Qint);
    singlePulse sp(CLK, Qint, Qout);
endmodule
module debouncer(CLK, Da, Qb);
    input CLK, Da;
    output Qb;
    reg Qa, Qb;
    wire Db = Qa;
    always @(posedge CLK) begin
        Qa <= Da;
        Qb <= Db;
    end
endmodule
module singlePulse(CLK, D, SP);
     input CLK, D;
     output SP;
     reg Q;
     assign Qn = ~Q;
     assign SP = D & Qn;
     always @(posedge CLK) begin
         Q <= D;
     end
endmodule
module snake(clk, snakeclk, scanCode, detected, xval0, xval1, xval2, xval3, xval4,
              yval0, yval1, yval2, yval3, yval4,start);
  input snakeclk,clk, detected;
  reg [1:0] dir;
  output reg [9:0] xval0, xval1, xval2, xval3, xval4, yval0, yval1, yval2, yval3, yval4;
  reg [9:0] xn,yn;
  reg [1:0] state, nextState;
  input [7:0] scanCode;
  reg pause; 
  output reg start;
  reg restart;
  wire restartSP,freeze;
  assign freeze = ((xval4 <10'd630)&&(xval4 >0)&&(yval4 >0)&&(yval4 < 10'd470));
  initial begin
    restart <= 0;
    start <= 0;
    pause <= 0;
  end
  singlePulse rst(snakeclk, restart, restartSP);
  always @(posedge clk) begin
    if ((scanCode == 8'h1b) && detected) begin 
      if (start)  
        restart <= 1;
      else begin
        restart <= 0;
        start <= 1;
      end
      dir <= 2'b01;
  	  pause <= 0;
    end
    else begin
      restart <= 0;
      if (scanCode == 8'h76) start <= 0;
      else if (scanCode == 8'h4d) pause <= 1;
      else if (scanCode == 8'h2d) pause <= 0;
      else if (start && !pause && scanCode == 8'h75) dir <= 2'b00;
      else if (start && !pause && scanCode == 8'h74) dir <= 2'b01;
      else if (start && !pause && scanCode == 8'h72) dir <= 2'b10;
      else if (start && !pause && scanCode == 8'h6b) dir <= 2'b11;
    end
  end
  always @* begin
      case (state)
        0: begin
          xn <= xval4;
          yn <= yval4 - 10'd10;
          if (dir % 2) nextState <= dir;
          else nextState <= state;
        end
        1: begin
          xn <= xval4 + 10'd10;
          yn <= yval4;
          if (!(dir % 2)) nextState <= dir;
          else nextState <= state;
        end
        2: begin
          xn <= xval4;
          yn <= yval4 + 10'd10;
          if (dir % 2) nextState <= dir;
          else nextState <= state;
        end
        3: begin
          xn <= xval4 - 10'd10;
          yn <= yval4;
          if (restartSP && (dir == 2'b01)) nextState <= 2'b01;
          else if (!(dir % 2)) nextState <= dir;
          else nextState <= state;
        end
      endcase
  end
  always @(posedge snakeclk) begin
    state <= nextState;
  end
  initial begin
    xval0 <= 10'd0;
    yval0 <= 10'd240;
    xval1 <= 10'd10;
    yval1 <= 10'd240;
    xval2 <= 10'd20;
    yval2 <= 10'd240;
    xval3 <= 10'd30;
    yval3 <= 10'd240;
    xval4 <= 10'd40;
    yval4 <= 10'd240;
  end
  always @(posedge snakeclk) begin
    if (!start || restartSP) begin  
      xval0 <= 10'd0;
      yval0 <= 10'd240;
      xval1 <= 10'd10;
      yval1 <= 10'd240;
      xval2 <= 10'd20;
      yval2 <= 10'd240;
      xval3 <= 10'd30;
      yval3 <= 10'd240;
      xval4 <= 10'd40;
      yval4 <= 10'd240;
    end
    else if ((!pause) &&freeze) begin  
  		if (!((((xn == xval4)&&(yn == yval4))||((xn == xval3)&&(yn == yval3))||((xn == xval2)&&(yn == yval2))||((xn == xval1)&&(yn == yval1)))||(xn > 10'd630)||(xn < 10'd0)||(yn > 10'd470) ||(yn < 10'd0)))
  			begin
  			xval4 <= xn;
  			yval4 <= yn;
  			xval3 <= xval4;
  			yval3 <= yval4;
  			xval2 <= xval3;
  			yval2 <= yval3;
  			xval1 <= xval2;
  			yval1 <= yval2;
  			xval0 <= xval1;
  			yval0 <= yval1;
  			end
  		else
  			begin
  			xval4 <= xval4;
  			yval4 <= yval4;
  			xval3 <= xval3;
  			yval3 <= yval3;
  			xval2 <= xval2;
  			yval2 <= yval2;
  			xval1 <= xval1;
  			yval1 <= yval1;
  			xval0 <= xval4;
  			yval0 <= yval4;
  			end
  	end
	end
endmodule
--- ./run.sh ---
#!/bin/bash
# OpenROAD 26Q1-2900-gdf79404cd8, Yosys 0.63+post, stock flow scripts
make -C /OpenROAD-flow-scripts/flow DESIGN_CONFIG=/design/flow/config.mk WORK_HOME=/design/flow/orfs finish
--- ./config.mk ---
export PLATFORM = sky130hd
export DESIGN_NAME = snake
export DESIGN_NICKNAME = snake
export VERILOG_FILES = /design/flow/design.v
export SDC_FILE = /design/flow/constraint.sdc
export NUM_CORES = 4
export LEC_CHECK = 1
export CORE_UTILIZATION = 30
--- ./constraint.sdc ---
current_design snake

set clk_period 3.2
set clk_io_pct 0.2

create_clock -name clk0 -period $clk_period [get_ports {clk}]
create_clock -name clk1 -period $clk_period [get_ports {snakeclk}]

set non_clock_inputs [all_inputs -no_clocks]
set_input_delay [expr $clk_period * $clk_io_pct] -clock clk0 $non_clock_inputs
set_output_delay [expr $clk_period * $clk_io_pct] -clock clk0 [all_outputs]
==> job_summary.md <==
### Yosys + OpenROAD results

| Metric | Value |
|---|---|
| Result of the run | finished with violations |
| Violations in the final reports | negative setup slack |
| 1st-iter DRT viols | 521 |
| Most common cell after layout, fill and taps aside | buf_4 |
| Vias in the first global route | 6590 |
| Cell type with the largest total area | dfxtp_1 |
| Number of search-and-repair iterations in the first detailed-routing pass | 5 |
| Yosys warning count | 3 |
| Ratio of cells with drive above 1 in the final layout | 0.2935 |
| Registers, synthesis | 98 |
| Largest net degree at the start of global routing | 44 |
| Share of synthesized registers carrying an async set or reset | 0 |
| Power per Cell Area | 531.8 mW/mm2 |
| R2r worst-path depth | 19 |
| Routed wire per std cell | 19.19 um |
| Number of primary I/O pins | 112 |
| Remaining max-slew budget at the tightest pin | 0.4968 |
| Number of remaining DRC errors | 0 |
| Power, Total | 5.307 mW |
| Part of the power in the clock network | 0.247 |
| Number of clock sinks | 98 |
| Pre-CTS worst setup slack | -0.9117 ns |
| Worst reg-to-reg setup slack | -0.82 ns |
| Total die area | 0.02225 mm2 |
| RSZ-0062 raised after global routing | yes |
| Height of the die | 149.2 um |
| Wire length of the first global-routing pass | 37670 um |
| Top library cells by usage in the layout, fill and taps aside | buf_4 (157), clkdlybuf4s50_1 (100), dfxtp_1 (96), nand2_1 (80), mux2i_1 (64) |
| Endpoint of the worst hold path | rst.Q |
| Number of cells on the worst hold path | 0 |
| Sequential share of power | 0.239 |
| Core utilization before placement | 0.3072 |
| Routability-driven placement congestion ratio | 0.9874 |
| Clk_skew | 0.01067 ns |
| Number of cell instances after yosys synthesis | 792 |
| Sw power | 2.073 mW |
| Maximum capacitance violations | 0 |
| Worst setup path class | flop to flop |
| Total setup violations reported at the end of the flow | 90 |
| X dimension of the die | 149.2 um |
| Share of total power in combinational logic | 0.514 |
| Max-slew violation count | 0 |
| Total cell area reported by yosys after synthesis | 0.006499 mm2 |
| Slew at the pin with the worst max-slew slack | 0.7447 ns |
| Pleak | 3.923 nW |
| Arrival time at the worst endpoint | 4.28 ns |
| Number of endpoints with negative hold slack in the final report | 0 |
| Number of antenna violations at the first check in global routing | 1 |
| Crit Reg-Reg Startpoint | state[0] |
| Req. time, crit path | 3.46 ns |
| Unique cell types | 83 |
| Startpoint of the worst hold path | restart |
| Port Buf Inserts | 100 |
| CTS tree | built |
| Number of placement rows | 53 |
| Total tool warning count | 31 |
| Number of nets still failing antenna checks after routing | 0 |
| DR vias/cell | 5.416 |
| GRT Total Usage | 0.2272 |
| Clock-pin slew of the registers on the worst-case setup and hold paths | 0.07 ns |
| Total Routed Length | 25020 um |
| CP startpoint kind | flop |
| Switching power as a share of total power | 0.3906 |
| Biggest area cells | dfxtp_1 (30%), mux2i_1 (10%), nand2_1 (4.9%) |
| Critical Path Sink Type | flop |
| GRT overflow | 0 |
| HP Class | flop to flop |
| Post-route setup slack | -0.8202 ns |
| Placed wire-length estimate | 18820 um |
| Area of the core | 0.02115 mm2 |
| Average footprint of a synthesized cell | 8.205 um2 |
| Internal Pwr Total | 3.234 mW |
| Number of cells in the finished layout apart from fillers | 1304 |
| Number of placed cells counting well taps | 1265 |
| Ys flop type | dfxtp_1 |
| Number of vias after detailed routing | 7063 |
| Area of the mapped netlist | 0.006499 mm2 |
| Number of antenna cells inserted | 0 |
| FF-to-FF End | xval4[1] |
| Synthesis-to-layout area growth | 53.56% |
| Post-Synthesis Cells | 792 |
| Area leader share | 0.2957 |
| Hold bufs inserted after CTS | 0 |
| Highest fanout seen on the critical path | 6 |
| Synth Seq Share | 0.3050 |
| Count of flip-flops with a built-in enable after synthesis | 2 |
| Peak ir drop on the vdd network | 310.9 uV |
-- power by group through the flow --
stage	combinational, mW	clock, mW	sequential, mW
4_1_cts	2.41	1.32	1.27
5_1_grt	2.89	1.37	1.27
6_report	2.73	1.31	1.27
-- registers in the layout, summed over array words and instances, names as in the netlist --
register / count
xval0: 9
yval3: 9
restart: 1
xval1: 9
yval0: 9
xval4: 9
yval2: 9
yval1: 9
xval2: 9
rst.Q: 1
pause: 1
xval3: 9
start: 1
dir: 2
state: 2
yval4: 9
-- critical path, cell delays in order, from the launching register on --
cell and delay (ns):
edfxtp_1 0.45, buf_6 0.16, and3b_1 0.16, or2_4 0.24, ha_4 0.20, buf_6 0.12
o21ai_2 0.11, buf_4 0.13, a32oi_4 0.07, xor2_2 0.21, buf_4 0.16, nand2_2 0.05
or4b_4 0.47, or4_4 0.54, o21ai_4 0.15, buf_6 0.12, or4b_4 0.19, nor2_4 0.06
buf_6 0.13, a31o_1 0.20
-- synthesized netlist by cell type (3+ instances only) --
master     instances
a31oi_1           20
nor4_1             6
nand3_1           38
o22ai_1            3
or4_1              4
xnor2_1           35
ha_1              11
buf_1              3
o2111ai_1          4
dfxtp_1           96
nor3_1            25
xor2_1            22
and2_1            12
and3_1             9
buf_2             15
o21ai_1            5
or3_1              5
and3b_1            3
nor2_1            54
nor3b_1            6
or2_2              4
nand4_1            8
buf_6              6
a21oi_1           30
nor4b_1            3
nand2_1           84
inv_1             12
clkbuf_1          33
nand2b_1          15
o21ai_0           41
a211oi_1          15
a221oi_1           4
o211ai_1           7
a21o_1             8
buf_4             14
nor2b_1            5
mux2i_1           65
-- cell type report --
cell class                      count  area (um2)
Multi-Input combinational cell    619        4681
Tap cell                          275       344.1
Inverter                           13       48.80
Clock inverter                      7       73.82
Timing Repair Buffer              279        2546
Sequential cell                    98        1982
Fill cell                        1911       11170
Clock buffer                       13       304.0
-- cells by family (layout without fill, tap and decap cells) --
logic type | after synthesis | after routing | share of synthesized area
buffers and inverters | 84 | 312 | 0.06642
adder cells (fa/ha/maj) | 12 | 12 | 0.02426
XOR/XNOR | 59 | 59 | 0.08375
other | 1 | 10 | 0.0005770
multiplexers | 66 | 66 | 0.1018
AND-OR/OR-AND | 175 | 175 | 0.1821
AND/OR/NAND/NOR | 297 | 297 | 0.2360
flip-flops | 98 | 98 | 0.3050
-- worst max path at each step --
stage	from	to	slack [ns]	cells after the start
CTS	state[0]	xval4[1]	-0.74	16
global route	state[0]	xval0[7]	-0.97	19
finish	state[0]	xval4[1]	-0.82	19
-- layer usage --
metal	share of wire	track usage
met5	0.00052	0
met4	0.037	0.05663
met3	0.085	0.05710
met2	0.45	0.3588
met1	0.43	0.3126
-- through the flow --
stage	instance area [um2]	hold WS (ns)	TNS (ns)	util
floorplan	6690	0.3318	-48.03	-
global placement	8912	0.3464	-71.87	0.4213
detailed placement	8912	0.3457	-74.21	0.4213
CTS	9590	0.2060	-61.33	0.4534
global route	9980	0.2115	-81.13	0.4718
finish	9980	0.2053	-68.58	0.4718
-- repair_timing --
item	CTS	global route
pin swaps	13	36
buffers inserted	11	4
cloned	1	3
setup endpoints to repair	90	90
resized	55	61
Power is estimated from default activity; no workload was simulated.
